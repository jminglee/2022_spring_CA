### /design/flow/run.sh
#!/bin/bash
# OpenROAD 26Q1-2900-gdf79404cd8, Yosys 0.63+post, stock flow scripts
make -C /OpenROAD-flow-scripts/flow DESIGN_CONFIG=/design/flow/config.mk WORK_HOME=/design/flow/orfs finish
### /design/flow/design.v
module ALU(
    clk,
    rst_n,
    valid,
    ready,
    mode,
    in_A,
    in_B,
    out
);
    input         clk, rst_n;
    input         valid;
    input  [1:0]  mode;  
    output        ready;
    input  [31:0] in_A, in_B;
    output [63:0] out;
    parameter IDLE = 3'd0;
    parameter MUL  = 3'd1;
    parameter DIV  = 3'd2;
    parameter AND  = 3'd3;
    parameter AVG  = 3'd4;
    parameter OUT  = 3'd5;
    reg  [ 2:0] state, state_nxt;
    reg  [ 4:0] counter, counter_nxt;
    reg  [63:0] shreg, shreg_nxt;
    reg  [31:0] alu_in, alu_in_nxt;
    reg  [32:0] alu_out;
    reg         ready_;
    assign ready = ready_;
    assign out = shreg;
    always @(*) begin
        case(state)
            IDLE: begin
                if (valid) 
                    case (mode)
                        0 : state_nxt = MUL;
                        1 : state_nxt = DIV;
                        2 : state_nxt = AND;
                        3 : state_nxt = AVG;
                    endcase
                else state_nxt = IDLE;
            end
            MUL : state_nxt = (counter != 31) ? MUL : OUT;
            DIV : state_nxt = (counter != 31) ? DIV : OUT;
            AND : state_nxt = OUT;
            AVG : state_nxt = OUT;
            OUT : state_nxt = IDLE;
            default : state_nxt = IDLE;
        endcase
    end
    always @(*) begin
        if ((state == MUL) || (state == DIV)) counter_nxt = counter + 1; 
        else                                  counter_nxt = 0;
    end
    always @(*) begin
        case(state)
            IDLE: begin
                if (valid) alu_in_nxt = in_B;
                else       alu_in_nxt = 0;
            end
            OUT : alu_in_nxt = 0;
            default: alu_in_nxt = alu_in;
        endcase
    end
    always @(*) begin
        case (state)
            MUL : begin
                if (shreg[0]) alu_out = shreg[63:32] + alu_in;
                else          alu_out = shreg[63:32];
            end
            DIV : alu_out = shreg[63:32] - alu_in;
            AND : alu_out = shreg[31:0] & alu_in;
            AVG : alu_out = (shreg[31:0] + alu_in) >> 1;
            default alu_out = 0;
        endcase
    end
    always @(*) begin
        case (state)
            IDLE: begin
                if (valid) begin
                    shreg_nxt = {32'b0, in_A};
                    if (state_nxt == DIV) shreg_nxt = shreg_nxt << 1;                 
                end
                else shreg_nxt = 0;
            end
            MUL : shreg_nxt = {alu_out, shreg[31:1]};
            DIV : begin
                if (shreg[63:32] < alu_in) shreg_nxt = shreg << 1;
                else                      shreg_nxt = {alu_out[30:0], shreg[31:0], 1'b1};
                if (counter == 31) shreg_nxt = {1'b0, shreg_nxt[63:33], shreg_nxt[31:0]};
            end
            AND : shreg_nxt = {31'b0, alu_out};
            AVG : shreg_nxt = {31'b0, alu_out};
            OUT : shreg_nxt = 0;
            default : shreg_nxt = 0;
        endcase
    end
    always @(posedge clk or negedge rst_n) begin
        if (!rst_n) begin
            state   <= IDLE;
            counter <= 0;
            shreg   <= 0;
            alu_in  <= 0;
            ready_  <= 0;
        end
        else begin
            state   <= state_nxt;
            counter <= counter_nxt;
            shreg   <= shreg_nxt;
            alu_in  <= alu_in_nxt;
            ready_  <= (state_nxt == OUT) ? 1 : 0;
        end
    end
endmodule
### /design/flow/constraint.sdc
current_design ALU

set clk_period 10.4
set clk_io_pct 0.2

create_clock -name clk0 -period $clk_period [get_ports {clk}]

set non_clock_inputs [all_inputs -no_clocks]
set_input_delay [expr $clk_period * $clk_io_pct] -clock clk0 $non_clock_inputs
set_output_delay [expr $clk_period * $clk_io_pct] -clock clk0 [all_outputs]
### /design/flow/config.mk
export PLATFORM = sky130hd
export DESIGN_NAME = ALU
export DESIGN_NICKNAME = ALU
export VERILOG_FILES = /design/flow/design.v
export SDC_FILE = /design/flow/constraint.sdc
export NUM_CORES = 4
export LEC_CHECK = 1
export CORE_UTILIZATION = 50
==> job_summary.md <==
### Yosys + OpenROAD results

| Metric | Value |
|---|---|
| Run status | `finished clean` |
| Detailed Route WL | `47.31 mm` |
| Max stage delay cell, worst path | `a21o_1` |
| Main combinational cell family by area after synthesis | `AND-OR/OR-AND gates` |
| Vias per cell | `6.737` |
| Cell variety after synth | `93` |
| Post-route clock skew | `16.65 ps` |
| Summed negative setup slack over all endpoints | `0 ps` |
| Register bit count reported by yosys | `108` |
| Max-cap violations | `0` |
| Chip area estimate from yosys synthesis | `0.01208 mm^2` |
| Number of buffers added for setup after CTS | `0` |
| Post-Layout Inst Area | `0.01384 mm^2` |
| Most used cells in the layout excluding fill and tap cells | `nand2_1, clkdlybuf4s50_1, a21oi_1, nor2_1, dfrtp_1` |
| Most common cell after layout, fill and taps aside | `nand2_1` |
| Dominant cell type by count on the critical path | `o311ai_1` |
| GP Congestion | `0.9889` |
| Chain of cells forming the critical path | `inv_1, ha_1, nand4_1, a2111oi_2, o311ai_1, a32oi_1, a21o_1, buf_4, nand2_1, a2111oi_0, a311oi_1, o311ai_1` |
| Clock latency at the later pin of the worst-skew pair | `380 ps` |
| Number of warning messages in the yosys log | `1` |
| Overall Global Routing Usage | `39.53%` |
| Residual overflow from global routing | `0` |
| Number of H-tree branching levels | `3` |
| Clock-pin slew on the worst setup and hold paths | `80 ps` |
| Worst rel slew slack | `31.68%` |
| Synth top area share | `22.17%` |
| Signed area change from the synthesized netlist to the final layout | `14.58%` |
| Number of synthesized flops with an enable pin | `0` |
| Hold_ws | `465.5 ps` |
| Unrepaired setup endpoints after global routing | `no` |
| Die area | `0.02478 mm^2` |
| Buffers added on ports | `133` |
| Gate count of the mapped netlist | `1510` |
| Least-Margin Pin Slew | `1025 ps` |
| Number of cells after detailed placement | `1880` |
| Row cnt | `56` |
| Count of final max-slew check failures | `0` |
| DRC violation count after routing | `0` |
| Worst Setup Start Kind | `flip-flop` |
| Largest net degree at the start of global routing | `68` |
| Number of buffers created by CTS | `9` |
| Achievable Freq | `203.2 MHz` |
| Proportion of synthesized area in mux cells | `5.666%` |
| Placement Cell Area | `0.01354 mm^2` |
| Number of endpoints with negative hold slack in the final report | `0` |
| Resized cells post-CTS | `0` |
| Fraction of final layout cells with drive strength greater than 1 | `7.292%` |
| CP peak stage delay | `860 ps` |
| Log Warnings | `58` |
| Post-layout period usage of the worst path | `47.31%` |
| Share of flip-flops with an asynchronous set or reset | `100.0%` |
| Final-report setup violation count | `0` |
| Synth Area in XOR/XNOR | `4.496%` |
| Fin cells | `1896` |
| Power Density | `277.1 mW/mm^2` |
| Maximum fanout encountered on the critical timing path | `21` |
| Endpoint type of the worst setup path | `flip-flop` |
| Synth area leader | `dfrtp_1` |
| Final setup margin | `5480 ps` |
| Via count of the first global-routing pass | `11980` |
| Post-CTS Hold Buffers | `0` |
| Cell Area, Synth | `0.01208 mm^2` |
| Crit path kind | `reg2reg` |
| Initial core utilization | `51.16%` |
| Average size of a mapped cell | `7.999 um^2` |
| Total via count after detailed routing | `12770` |
| HPWL after detailed placement | `34.83 mm` |
| Tmin final | `4920 ps` |
| Io pins | `134` |
| Mean routed wirelength per cell | `24.95 um` |
| Placeable core region | `0.02361 mm^2` |
| Area fraction in and, or, nand and nor cells after synthesis | `16.95%` |
| Number of iterations in the first detailed-routing pass | `8` |
| Synth Flop Type | `dfrtp_1` |
| Required time of the critical path | `10670 ps` |
| Die W | `157.4 um` |
| Synth area leaders | `dfrtp_1, ha_1, a21oi_1` |
| Initial antenna violation count | `0` |
| Cell count in the Yosys report | `1510` |
| First-pass GRT wire length | `70.94 mm` |
| Crit path DAT | `5190 ps` |
| Synth Seq Share | `22.38%` |
| Root Buffer Master | `clkbuf_16` |
| Clock buffer depth | `2` |
| Peak VDD IR | `0.1498 mV` |
| DP Worst Slack | `5181 ps` |
| Number of clock sinks seen by CTS | `108` |
| Count of nets left with antenna violations after detail routing | `0` |
| Drt first-iter violations | `1470` |
| CTS tree | `built` |
| Leakage Power | `5.901 nW` |
| Hold Path Class | `reg2reg` |
| Die Ht | `157.4 um` |
| And-or/or-and share of the synthesized area | `33.84%` |
| Diode count | `0` |
| Area fraction in full adders, half adders and majority gates | `10.54%` |
## cell usage after synthesis (15+ instances only)
master	number
buf_2	20
xnor2_1	47
clkbuf_1	72
a222oi_1	33
nand4_1	16
a31oi_1	27
xor2_1	15
nand3_1	29
mux2i_1	29
o21ai_0	96
mux2_2	33
nand2b_1	28
nor2b_1	17
a21o_1	29
nor2_1	107
dfrtp_1	107
a211oi_1	22
nor3_1	22
or3_1	16
o21ai_1	15
ha_1	97
and3_1	15
o221ai_1	18
a22o_1	39
o31ai_1	15
inv_1	73
nand2_1	136
a21oi_1	110
## final cells by class
class | count | area, um^2
Sequential cell | 108 | 2706
Timing Repair Buffer | 156 | 1501
Clock inverter | 6 | 62.56
Tap cell | 319 | 399.1
Clock buffer | 10 | 239.0
Fill cell | 2187 | 9772
Inverter | 76 | 285.3
Multi-Input combinational cell | 1221 | 8647
## final timing paths
path	cells past startpoint	endpoint	start	slack [ps]
setup / recovery	12	shreg[57]	alu_in[11]	5480
hold / removal	1	counter[0]	counter[0]	470
setup reg to reg	12	shreg[57]	alu_in[11]	5480
hold reg to reg	1	counter[0]	counter[0]	470
max in group asynchronous	3	state[0]	rst_n	7200
min in group asynchronous	1	alu_in[11]	rst_n	1680
## state kept, by name, summed over array words and instances, names as in the netlist
register  cells
shreg        64
alu_in       32
counter       5
ready_        1
state         6
## kinds of logic (layout without fill, tap and decap cells)
kind of cell	Yosys count	in the layout
AOI/OAI and AO/OA	569	569
and+or+nand+nor	427	427
buffers and inverters	181	248
DFF	108	108
adders and majority gates	100	100
muxes	63	63
xor gates and xnor gates	62	62
## critical path: cells and delay by family, from the launching register on
| kind | cells | cell delay, ps |
|---|---|---|
| AND-OR/OR-AND | 7 | 2770 |
| adder cells (fa/ha/maj) | 1 | 590 |
| flip-flops | 1 | 520 |
| buffers and inverters | 2 | 520 |
| AND/OR/NAND/NOR | 2 | 410 |
## power by group
part           internal (mW)  switching, mW  total (mW)
Clock                  0.178          0.199       0.378
Sequential             0.527          0.194       0.721
Combinational           1.06           1.68        2.74
## per-stage QoR
step,power [mW],util (%)
detailed placement,3.355,57.34
global placement,3.360,57.34
floorplan,2.533,-
global route,4.069,58.62
finish,3.835,58.62
CTS,3.753,58.62
## routing by layer
layer  vias up  GRT usage [%]  share of wire (%)
met5         -              0                  0
met4         0          9.200                2.5
met3        84          10.74                 11
met2       727          57.18                 42
met1      6116          59.24                 44
li1       5847              -                  -
No activity file was given, so power comes from the tool's default toggle rates.
